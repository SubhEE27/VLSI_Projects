==> /design/flow/constraint.sdc <==
current_design SPort_RAM

set clk_period 2.3
set clk_io_pct 0.2

create_clock -name clk0 -period $clk_period [get_ports {clk}]

set non_clock_inputs [all_inputs -no_clocks]
set_input_delay [expr $clk_period * $clk_io_pct] -clock clk0 $non_clock_inputs
set_output_delay [expr $clk_period * $clk_io_pct] -clock clk0 [all_outputs]
==> /design/flow/config.mk <==
export PLATFORM = sky130hd
export DESIGN_NAME = SPort_RAM
export DESIGN_NICKNAME = SPort_RAM
export VERILOG_FILES = /design/flow/design.v
export SDC_FILE = /design/flow/constraint.sdc
export NUM_CORES = 4
export LEC_CHECK = 1
export CORE_UTILIZATION = 40
==> /design/flow/run.sh <==
#!/bin/bash
# OpenROAD 26Q1-2900-gdf79404cd8, Yosys 0.63+post, stock flow scripts
make -C /OpenROAD-flow-scripts/flow DESIGN_CONFIG=/design/flow/config.mk WORK_HOME=/design/flow/orfs finish
==> /design/flow/design.v <==
`timescale 1ns / 1ps
module SPort_RAM(clk,rst,addr,wenable,din,dout);
    input clk,rst,wenable;
    input      [2:0] addr;       
    input      [31:0] din;       
    output reg [31:0] dout;      
    reg [31:0] mem [7:0];      
    initial
        begin
            dout   <= 0;
            mem[0] <= 32'd52;
            mem[1] <= 32'd78;
            mem[2] <= 32'd95;
            mem[3] <= 32'd47;
            mem[4] <= 32'd102;
            mem[5] <= 32'd80;
            mem[6] <= 32'd82;
            mem[7] <= 32'd118;
        end
    always @(posedge clk or posedge rst)
        begin
            if(rst) begin
                dout <= 0;
            end
            else begin
                if(wenable) begin
                    mem[addr] <= din;   
                end
                else begin
                    dout <= mem[addr];
                end
            end
        end
endmodule
==> changes_impl.md <==
## Implementation

- Clock Power Share: 0.398
- Drt total wl: 22200 um
- Remaining global-route overflow: 0
- Max-slew violation count: 0
- Clock-pin transition on the worst setup and hold timing paths: ~0.06 ns
- Combinational Power Share: 0.067
- CTS tree: built
- Final setup violation count: 0
- FP Core Util: 0.410
- Status: complete, no violations
- Critical path class: register to output port
- Yosys stat cell total: around 650
- Synth unique cells: 27
- Tmin final: roughly 1.8 ns
- Core area: 27100 um^2
- Worst clock skew: 0.0185 ns
- Worst Max-Slew Pin Slew: 0.694 ns
- Die H: 169 um
- GRT Total Usage: 0.175
- Leading area contributor after synthesis: edfxtp_1
- Crit path buffers/inverters: 1
- DRT iter0 DRCs: 332
- EDFF count, synth: 256
- Top cells by count: edfxtp_1 (256), mux2i_1 (90), o22ai_1 (55)
- Die Wd: 169 um
- Total number of vias: 5880
- Routed WL per cell: 19.5 um
- Rel. slew slack: 0.536
- Slowest CP cell: clkdlybuf4s50_1
- Log Warnings: 26
- Cell Int Power: 8.79 mW
- Synth async-reset ratio: 0.111
- Drt drc: 0
- Switching power: roughly 2.3 mW
- Fmax: 551 MHz
- DR pass1 iterations: 5
- Worst-path maximum fanout: 2
- HP Class: register to register
- Diode count: 0
- Synth flops: between 200 and 300
- Crit-path leading delay family: buffers and inverters
- Clk sinks: between 200 and 300
- Part of the power in registers: 0.534
- ANT nets after route: 0
- RR Endpoint: dout[14]$_DFFE_PP0N_
- Initial antenna violation count: 0
- Finished Layout Cells: 1135
- First-pass GRT wire length: 34800 um
- CTS buffer count: 29
- RSZ-0062 raised after global routing: false
- Crit path cell chain: clkdlybuf4s50_1
- GRT met2 Usage: 0.267
- Met3 Use GR: 0.0919
- Max Root-Sink Buffers: 3
- Hold path endpoint: dout[20]$_DFFE_PP0N_
- Setup bufs post-CTS: 0
- CP Launch Type: register
- Core Rows: 60
- M1 GR Usage: 0.238
- Netlist Area Pre-Place: 11100 um^2
- Total die size: 28400 um^2
- Synthesis area per yosys: 11100 um^2
- Peak VDD IR: roughly 670 uV
- Leak: 4.66 nW
- Clk latency late pin: 0.54 ns
- Inst Count DP: 1081
- Layout cells sized above 1: 0.144
- CP max stage delay: 0.46 ns
- Post-synth area hogs: edfxtp_1 (69%), mux2i_1 (8.1%), dfrtp_1 (7.2%)
- IO Pins: 70
- Mapped Cells: between 600 and 700
- CTS Root Cell: clkbuf_16
- Hold slack: around 0.49 ns
- Critical path depth in cells: 1
- IO buf count: between 60 and 70
- H-tree depth: 1
- Total of max-cap violations: 0
- Largest net degree at the start of global routing: between 80 and 90
- Hold path start: dout[20]$_DFFE_PP0N_
- PD cells: 831 nW/um^2
- RR Startpoint: mem[6][14]$_DFFE_PP_
- Yosys warns: 2
- Worst-case reg-to-reg path depth: 4
- CP required: 1.84 ns
- GP Congestion: 0.812
- Yosys top cell by instances: edfxtp_1
- Vias/cell: approximately 5.2
- R2R Setup Slk: 0.99 ns
- Vias in the first global route: 6458
- Post-CTS Resized: 0
- Final HPWL DP: 13600 um
- Seq share, synth: 0.764
- Sw Share: 0.206
- Period utilisation layout: 0.789
- WP data arrival: 1.36 ns
- Hold-fix buffers at CTS: 0
- Crit. End Element: output port
- Synth top area share: 0.692
- Top_reg_cell synth: edfxtp_1
- Final Hold Viols: 0
- Synthesis-to-finish area growth: 19.9%
- Hold path depth: 2
- Busiest layer in global routing: met2
- Syn avg cell area: 17.1 um^2
[how the worst max path moves through the flow]
| stage | slack [ns] | endpoint | start |
|---|---|---|---|
| after CTS | 0.45 | dout[4] | dout[4]$_DFFE_PP0N_ |
| after global routing | 0.43 | dout[7] | dout[7]$_DFFE_PP0N_ |
| final | 0.48 | dout[4] | dout[4]$_DFFE_PP0N_ |
[cell type report]
class	count	area, um^2
repair buffers	102	1050
flip-flops and latches	288	8490
multi-input cells	290	2310
well taps	372	465
fillers	2150	13800
clock buffers	39	773
inverters	29	113
clock inverters	15	129
[per-layer routing]
metal  vias to the layer above  part of all wire
li1                       2739                 -
met1                      2852              0.40
met2                       248              0.47
met3                        39              0.10
met4                         2             0.023
met5                         -            0.0035
[cells by family (layout without fill, tap and decap cells)]
| kind of cell | count (synthesis) | count (layout) | synth area share |
|---|---|---|---|
| flops | 288 | 288 | 0.764 |
| simple gates | 70 | 70 | 0.0306 |
| mux | 90 | 90 | 0.0811 |
| buf+inv | 72 | 185 | 0.0349 |
| compound gates | 130 | 130 | 0.0893 |
[worst min-delay path, stage by stage, from the launching register on]
cell and delay [ns]:
dfrtp_1 0.34, nand2_1 0.05, o21ai_1 0.06
[stage by stage]
step,setup WS (ns),total power [mW],TNS [ns],instance area [um^2],util
2_1_floorplan,-0.146,6.39,-15.71,11200,-
3_5_place_dp,0.0640,6.78,0,12400,0.458
3_3_place_gp,0.0501,6.77,0,12400,0.458
6_report,0.485,11.1,0,13300,0.492
5_1_grt,0.426,11.5,0,13300,0.492
4_1_cts,0.451,11.2,0,13300,0.492
[state kept, by name (all words and copies together), names as in the netlist]
signal / cells
mem: 256
dout: 32
[power groups by stage]
stage | Sequential, mW | Clock, mW | Combinational (mW)
CTS | 5.92 | 4.51 | 0.761
global route | 5.93 | 4.71 | 0.823
finish | 5.91 | 4.41 | 0.746
[placed cells by master, fill, tap and decap left out, types with 2 or more instances in the layout]
master           netlist  routed
edfxtp_1             256     256
mux2i_1               90      90
clkdlybuf4s50_1        0      65
o22ai_1               55      55
nand2_1               34      34
dfrtp_1               32      32
o21ai_1               31      31
clkbuf_16              0      29
inv_1                 29      28
buf_4                  9      24
a221oi_2              20      20
a211oi_1              11      11
nor3b_1               11      10
buf_12                 0      10
clkbuf_1              10       9
nor2_4                 0       6
clkinv_2               0       6
nand2b_1               5       5
nor2_1                11       5
o31ai_1                5       5
a221oi_1               5       5
nand3_1                5       4
clkinv_1               0       4
clkinvlp_4             0       3
buf_2                 16       3
bufinv_16              0       2
Power and IR drop assume default switching activity.
