--- flow/config.mk ---
export PLATFORM = sky130hd
export DESIGN_NAME = DPort_RAM
export DESIGN_NICKNAME = DPort_RAM
export VERILOG_FILES = /design/flow/design.v
export SDC_FILE = /design/flow/constraint.sdc
export NUM_CORES = 4
export LEC_CHECK = 1
export CORE_UTILIZATION = 50
--- flow/constraint.sdc ---
current_design DPort_RAM

set clk_period 1.8
set clk_io_pct 0.2

create_clock -name clk0 -period $clk_period [get_ports {clk}]

set non_clock_inputs [all_inputs -no_clocks]
set_input_delay [expr $clk_period * $clk_io_pct] -clock clk0 $non_clock_inputs
set_output_delay [expr $clk_period * $clk_io_pct] -clock clk0 [all_outputs]
--- flow/design.v ---
`timescale 1ns / 1ps
module DPort_RAM(clk,rst,wen1,wen2,addr1,addr2,din1,din2,dout1,dout2);
    input clk,rst,wen1,wen2;
    input [2:0]addr1,addr2;          
    input [31:0]din1,din2;
    output reg [31:0]dout1,dout2;
    reg [31:0] mem [7:0];           
    initial
        begin
            dout1 <= 0;
            dout2 <= 0;
            mem[0] <= 32'd20;
            mem[1] <= 32'd202;
            mem[2] <= 32'd42;
            mem[3] <= 32'd17;
            mem[4] <= 32'd69;
            mem[5] <= 32'd93;
            mem[6] <= 32'd105;
            mem[7] <= 32'd127;
        end
        always @(posedge clk or posedge rst)
            begin
                if(rst) begin
                    dout1 <= 0;
                    dout2 <= 0; 
                end
                else begin
                    if(wen1 == 0 && wen2 == 0) begin
                        dout1 <= mem[addr1];
                        dout2 <= mem[addr2];
                    end
                    else if(wen1 == 0 && wen2 == 1) begin
                        mem[addr2] <= din2;
                        dout1 <= mem[addr1];
                    end
                    else if(wen1 == 1 && wen2 == 0) begin
                        mem[addr1] <= din1;
                        dout2 <= mem[addr2];
                    end
                    else begin
                        mem[addr1] <= din1;
                        mem[addr2] <= din2;
                    end
                end
            end
endmodule
--- flow/run.sh ---
#!/bin/bash
# OpenROAD 26Q1-2900-gdf79404cd8, Yosys 0.63+post, stock flow scripts
make -C /OpenROAD-flow-scripts/flow DESIGN_CONFIG=/design/flow/config.mk WORK_HOME=/design/flow/orfs finish
==> impl_metrics.yaml <==
# physical design summary
floorplan:
  num_rows: 72
  die_h_um: 201
  floorplan.initialDensity_pct: 51.0
  io_pins: 138
  chip_area_um2: 40500
  design.core.area_um2: 38900
  die_wd_um: 201
global_route:
  gr_util_all_layers_pct: 37.1
  first_global_vias: 17000
  grt_pass1_wl_mm: 105
  antenna_found_initial: 0
  pin_count_of_the_biggest_net_entering_global_routing: 65
  grt_overflow_total: 0
placed_design:
  placedCellCount: 2658
  area_of_placed_instances_um2: 22900
  final_gp_congestion: 0.953
  port-buffer-count: 137
  place.detailed.hpwl_mm: 44.9
  place_worst_setup_slack_ns: -0.237
run:
  timing.max_cap.violations: 0
  openroad.warnings: 26
final_timing:
  tcrit_tclk_final_pct: 98.1
  final_hold_viol_count: 0
  final.hold.worst_slack_ns: 0.309
  finalWorstSetupSlack_ns: 0.0345
  timing_max_transition_violations_final: 0
  rsz0062_at_grt: "no"
  worst_pin_slew_ns: 0.501
  fin_crit_ns: 1.77
  final.setup_skew_ns: 0.0123
  timing.max_slew.rel_slack_pct: 66.6
  setup_viol: 0
  timing.fmax_ghz: 0.566
setup_path:
  worstPathMaxFanout: 2
  worst_ep_arrival_time_ns: 1.41
  setup.worst_path.class: "reg2out"
  crit_buf_inv: 1
  crit_slowest_cell: "clkdlybuf4s50_1"
  critPathTopFamily: "buffers and inverters"
  critical_path.endpoint_type: "output pin"
  critical_path_required_ns: 1.44
  timing.critical_path.from_type: "register"
  crit_chain: "clkdlybuf4s50_1"
  critical_path.max_stage_delay_ns: 0.48
pwr:
  design_power_total_w: 0.0207
  power.density_nw_per_um2: 862
  max-vdd-ir-drop_uv: 750
  leakage_nw: 9.58
clock_tree:
  clock.latency.late_pin_ns: 0.57
  tritoncts: "built"
  clkTransAtPathRegs_ns: 0.05
  htreeDepth: 2
  cts_max_path_buffers: 3
  cts.sinks: 320
  root_buffer: "clkbuf_16"
  numCtsBuffers: 39
  ctsHoldBuffers: 0
synth:
  synth_cell_type_count: 44
  yosysCellCount: 2075
  ys_chip_area_um2: 19900
  flop_cell: "edfxtp_1"
  synth_flop_count: 320
  synth_async_sr_flop_share_pct: 20.0
  number_of_synthesized_flops_with_an_enable_pin: 256
  post_synth_instance_area_um2: 19900
  number_of_synthesis_warnings: 2
  syn-instance-count: 2075
  syn-mean-instance-area_um2: 9.57
  yosysSeqAreaShare_pct: 46.8
layout:
  flow.area_growth_from_synthesis_pct: 21.0
  post_layout_nonfiller_instances: 2731
  post_route_cells_drive_above_1_share_pct: 12.6
  stdcell_area_um2: 24000
detailed_routing:
  detail_route.iter0.violations: 1216
  post_drt_via_cell_ratio: 6.23
  drt_first_pass_iters: 7
  antenna-diode-count: 0
  detail_route.drc_violations: 0
  routed_wl_mm: 69.9
  routedWlPerCell_um: 25.6
  route.antenna.remaining_nets: 0
  routed-via-count: 17000
worst_hold_path:
  hold_class: "in2reg"
status:
  outcome: "finished clean"
==> final timing paths <==
check | from | cells after the start | slack [ns] | to
worst max register to register | mem[6][1] | 5 | 0.30 | dout1[1]
worst min-delay path | wen2 | 3 | 0.31 | dout2[30]
worst max-delay path | dout1[0] | 1 | 0.03 | dout1[0]
worst min register to register | dout1[30] | 2 | 0.48 | dout1[30]
min in group asynchronous | rst | 4 | 0.41 | dout1[11]
max in group asynchronous | rst | 4 | 0.95 | dout1[23]
==> metrics by stage <==
stage	utilization (%)	setup TNS, ns
6_report	61.8	0
5_1_grt	61.8	0
4_1_cts	61.7	0
3_5_place_dp	58.7	-15.20
3_3_place_gp	58.7	-11.39
2_1_floorplan	-	-84.48
==> cells in the mapped netlist, types with 23 or more instances <==
master / number / area, um^2
mux2i_1: 330 / 3300
o21ai_0: 157 / 786
buf_4: 23 / 173
nor3b_1: 32 / 240
clkbuf_1: 105 / 394
nand2_1: 244 / 916
dfrtp_1: 64 / 1600
o22ai_1: 70 / 438
a211oi_1: 40 / 300
inv_1: 51 / 191
buf_2: 102 / 510
nor2_1: 186 / 698
a31oi_1: 36 / 225
edfxtp_1: 256 / 7690
a21oi_1: 210 / 1050
a221oi_1: 50 / 438
==> kinds of logic (layout without fill, tap and decap cells) <==
family                 count (synthesis)  after routing  share of synthesized area [%]
AND/OR/NAND/NOR                      511            511                           10.9
multiplexers                         348            348                           17.6
AND-OR/OR-AND                        602            602                           17.9
buffers and inverters                294            432                           6.82
flip-flops                           320            320                           46.8
==> cell usage in the layout (no fill, tap or decap), drive strengths merged, types with 32 or more instances in the layout <==
cell / instances
buf: 181
o21ai: 175
inv: 53
mux2i: 330
nor2: 187
nor3b: 32
a211oi: 40
clkdlybuf4s50: 117
a221oi: 50
a31oi: 39
dfrtp: 64
nand2: 244
a21oi: 210
clkbuf: 56
o22ai: 70
edfxtp: 256
==> registers in the layout, indices dropped and copies added, names as in the netlist <==
register  cells
mem         256
dout2        32
dout1        32
==> where the power goes <==
part           switching, W  internal [W]  total (W)
Combinational       0.00229       0.00180    0.00409
Clock               0.00320       0.00431    0.00751
Sequential         0.000378       0.00874    0.00912
Total               0.00587        0.0149     0.0207
==> layer usage <==
metal / up-vias / GRT usage [%] / wire length (um)
met5: - / 0 / 0
met4: 0 / 10.8 / 2630
met3: 181 / 16.7 / 8940
met2: 993 / 54.1 / 31300
met1: 8057 / 52.6 / 27000
li1: 7785 / - / -
==> layout make-up <==
| cell class | instances | area (um^2) |
|---|---|---|
| Clock buffer | 56 | 1080 |
| Timing Repair Buffer | 310 | 3370 |
| Fill cell | 3167 | 14900 |
| Clock inverter | 15 | 100 |
| Sequential cell | 320 | 9290 |
| Multi-Input combinational cell | 1461 | 9350 |
| Inverter | 51 | 195 |
| Tap cell | 518 | 648 |
==> what timing repair did <==
action / in CTS / in global routing
setup buffers: 1 / 1
hold endpoints to repair: 0 / 0
cloned: 0 / 0
endpoints found under the setup margin: 10 / 3
gates resized: 10 / 2
Power is estimated from default activity; no workload was simulated.
