**run.sh**
```bash
#!/bin/bash
# OpenROAD 26Q1-2900-gdf79404cd8, Yosys 0.63+post, stock flow scripts
make -C /OpenROAD-flow-scripts/flow DESIGN_CONFIG=/design/flow/config.mk WORK_HOME=/design/flow/orfs finish
```
**config.mk**
```make
export PLATFORM = sky130hd
export DESIGN_NAME = baud_rate_9600
export DESIGN_NICKNAME = baud_rate_9600
export VERILOG_FILES = /design/flow/design.v
export SDC_FILE = /design/flow/constraint.sdc
export NUM_CORES = 4
export LEC_CHECK = 1
export CORE_UTILIZATION = 30
```
**constraint.sdc**
```tcl
current_design baud_rate_9600

set clk_period 3.8
set clk_io_pct 0.2

create_clock -name clk0 -period $clk_period [get_ports {clk}]

set non_clock_inputs [all_inputs -no_clocks]
set_input_delay [expr $clk_period * $clk_io_pct] -clock clk0 $non_clock_inputs
set_output_delay [expr $clk_period * $clk_io_pct] -clock clk0 [all_outputs]
```
**design.v**
```verilog
`timescale 1ns/1ps
module baud_rate_9600(clk,rst,tx_signal,rx_start,rx_data_signal);
	input clk,rst;
	output reg tx_signal, rx_start, rx_data_signal;
	reg rx_tick;
	reg[15:0] cycles_tx, cycles_rx;
	reg[3:0]  cycles_rxstart, cycles_rxdata;
	always @(posedge clk or posedge rst)
		begin
			if(rst) begin
				cycles_tx      <= 0;
				cycles_rx      <= 0;
				tx_signal      <= 0;                    
				rx_tick        <= 0;
				rx_start       <= 0;
				rx_data_signal <= 0;                    
				cycles_rxstart <= 0;
				cycles_rxdata  <= 0;
			end
			else begin
				if(cycles_tx == 7) begin       
					tx_signal <= 1;
					cycles_tx <= 0;
				end
				else begin
					tx_signal <= 0;
					cycles_tx <= cycles_tx + 1;
				end
				if(cycles_rx == 1) begin        
					rx_tick <= 1;
					cycles_rx <= 0;
				end
				else begin
					rx_tick <= 0;
					cycles_rx <= cycles_rx + 1;
				end
				if(rx_tick) begin
					if(cycles_rxstart == 3) begin
						rx_start       <= 1;
						cycles_rxstart <= 0;
					end
					else begin
						rx_start       <= 0;
						cycles_rxstart <= cycles_rxstart + 1;
					end
					if(cycles_rxdata == 7) begin
						rx_data_signal <= 1;
						cycles_rxdata  <= 0;
					end
					else begin
						rx_data_signal <= 0;
						cycles_rxdata  <= cycles_rxdata + 1;
					end
				end
				else begin
					rx_start       <= 0;
					rx_data_signal <= 0;
				end
			end	
		end
endmodule
```
==> impl_metrics.yaml <==
# implementation run metrics
run_status:
  status: "completed"
route:
  wirelength_um: 2700
  wl_met2_um: 1070
  routed_via_density: 4.41
  route.detailed.drc: 0
  via_count: 1121
  wl_met3_um: 96
  met1_length_um: 1470
  postRouteAntennaNets: 0
  post_drt_wl_per_cell_um: 10.6
  first_iter_violations: 105
  top_layer: "met4"
  num_antenna_cells: 0
  first_pass_iters: 4
layout:
  lay_top_cells: "dfrtp_1 (44), nand2_1 (18), xnor2_1 (18)"
  lay_top_count: "dfrtp_1"
  area_growth_pct: 13.0
  fill_cells: 573
  drive_gt1_share_pct: 7.82
critical_path:
  worstSetupPathType: "flip-flop to primary output"
  r2r_end: "cycles_rx[14]"
  crit_start: "tx_signal"
  cpLargestDelayFamily: "buffers and inverters"
  endpoint: "tx_signal"
  cpPeakStageDelay_ps: 450
  cp-start-kind: "flip-flop"
  required_ps: 3040
  worstPathCellList: "clkdlybuf4s50_1"
  r2r_cells: 5
  r2r_slack_ps: 2200
  crit_buf_inv: 1
  crit_path_end_kind: "primary output"
  r2r_start: "cycles_rx[0]"
  cp_slowest_cell: "clkdlybuf4s50_1"
  worstSetupPathDepth: 1
  arrival_ps: 1060
  critPathMaxFanout: 1
global_routing:
  antenna_found_initial: 0
  grt_pass1_vias: 1103
  grt_use_total_pct: 10.1
  grt_pass1_wl_um: 5060
  grt_max_degree: 45
  overflow: 0
clocking:
  cts_setup_buffers: 0
  htree_levels: 2
  clkSinkCount: 44
  postCtsHoldBufs: 0
  cts-root-buf: "clkbuf_8"
  clkSlewWorstSetupHoldPaths_ps: 80
  cts_resized: 0
  cts_tree: "done"
  numCtsBuffers: 5
  clk_path_buf_depth: 2
  clk_latency_ps: 290
placement:
  pre_cts_slack_ps: 2160
  dp.final_hpwl_um: 1780
  gp_routability_congestion: 0.764
  placement.io_buffers: 4
die:
  die_area_um2: 6600
  rows: 28
  initCoreUtil_pct: 31.4
  core_area_um2: 5990
  fp.dieH_um: 81.2
  ioPinCount: 5
  fp.dieW_um: 81.2
final_timing:
  max_slew_margin_pct: 64.0
  setup_tns_ps: 0
  fin_crit_sh_pct: 47.9
  worstMarginPinSlew_ps: 539
  rsz0062_at_grt: "no"
  setup_viol: 0
  hold_viol: 0
  maxSlewViolCount: 0
  period_minus_slack_ps: 1820
  setup_ws_ps: 1980
  fmax_mhz: 550
  timing.hold.ws_ps: 462
  finClkSkew_ps: 5.24
synth:
  synthesis.area_um2: 1880
  yosysUniqueCellTypes: 24
  yosys_warnings: 1
  syn-instance-count: 167
  synthAdderAreaFrac_pct: 3.32
  syn_area_per_cell_um2: 11.3
  yosys_cells: 167
  top_logic_kind: "simple AND/OR/NAND/NOR gates"
  yosys.area_share.simple_pct: 20.9
  numSynthFlops: 44
  ys_chip_area_um2: 1880
  ys_sh_xor_pct: 14.4
  postSynthSeqShare_pct: 58.5
  post_synth_ao_oa_area_fraction_pct: 0.664
  ys_sh_mux_pct: 1.20
power_and_ir_drop:
  switchingPower_mw: 0.160
  peakVddDrop_uv: 220
  power_frac_comb_pct: 1.3
  powerDensity_nw_per_um2: 387
  swShare_pct: 19.4
  cell_internal_pwr_mw: 0.664
  power_frac_clock_pct: 42.0
  finalPower_mw: 0.825
  power_frac_seq_pct: 56.7
  leakage_nw: 1.04
run:
  tool_warnings: 26
  drv_cap: 0
min_path:
  worstHoldPathType: "flip-flop to flip-flop"
[layout make-up]
class	count	area (µm²)	share of cell area, %
clock buffers	6	72.6	3.41
well taps	75	93.8	4.41
clock inverters	2	35.0	1.65
flip-flops and latches	44	1100	51.7
inverters	4	15.0	0.705
repair buffers	5	47.5	2.23
multi-input cells	118	763	35.9
[how the worst min path moves through the flow]
stage	startpoint	end	slack (ps)	cells past startpoint
4_1_cts	cycles_tx[0]	cycles_tx[0]	470	1
5_1_grt	cycles_tx[0]	cycles_tx[0]	490	1
6_report	cycles_tx[0]	cycles_tx[0]	460	1
[cells by family (layout without fill, tap and decap cells)]
group	count (synthesis)	after routing
compound gates	2	2
xor+xnor	31	31
fa+ha+maj	5	5
buf+inv	5	17
flops	44	44
mux	2	2
simple gates	78	78
[per-layer routing]
metal	track usage, %	vias to the layer above
met3	2.74	5
met2	14.2	11
met5	0	-
met4	1.61	0
met1	16.2	520
li1	-	585
[sequential cells by signal, indices dropped and copies added, names as in the netlist]
name            cells
cycles_rx          16
cycles_rxdata       4
cycles_rxstart      4
cycles_tx          16
rx_data_signal      1
rx_start            1
rx_tick             1
tx_signal           1
[cell usage after synthesis (all sizes together)]
| library cell | n | share of area [%] |
|---|---|---|
| dfrtp | 44 | 58 |
| nand2 | 18 | 3.6 |
| xnor2 | 18 | 8.4 |
| nor2 | 17 | 3.4 |
| nand3 | 14 | 3.7 |
| xor2 | 13 | 6.0 |
| nor3 | 8 | 2.4 |
| nor4 | 6 | 2.0 |
| and3 | 5 | 1.7 |
| ha | 5 | 3.3 |
| nand4 | 5 | 2.0 |
| inv | 4 | 0.80 |
| mux2 | 2 | 1.2 |
| a21o | 1 | 0.40 |
| and2 | 1 | 0.33 |
| and4 | 1 | 0.47 |
| clkbuf | 1 | 0.20 |
| nor2b | 1 | 0.33 |
| nor3b | 1 | 0.40 |
| o21ai | 1 | 0.27 |
| or3 | 1 | 0.60 |
[power groups by stage]
stage	combinational, mW	clock, mW	sequential (mW)
final	0.0104	0.347	0.468
after global routing	0.0130	0.383	0.468
after CTS	0.0114	0.360	0.468
[through the flow]
stage	utilization (%)	area [µm²]	std cells
2_1_floorplan	-	1880	167
3_3_place_gp	33.7	2020	246
3_5_place_dp	33.7	2020	246
4_1_cts	35.5	2130	254
5_1_grt	35.5	2130	254
6_report	35.5	2130	254
